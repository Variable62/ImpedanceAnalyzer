===== flow/design.v =====
module Oscillator (
    input  wire        Fg_CLK,
    input  wire        Fg_RESETn,
    input  wire        Enable,
    input  wire        Ready,
    input  wire [31:0] init_1,      
    input  wire [31:0] init_2,      
    output wire [31:0] out_1,
    output wire [31:0] out_2
);
  reg [31:0] rA;  
  reg [63:0] rC;
  reg [31:0] out_1_a;
  reg [31:0] rOut;
  reg [31:0] rout_1;
  reg [31:0] rout_2;
  assign out_1 = rout_1;
  assign out_2 = rout_2;
    always @(posedge Fg_CLK or negedge Fg_RESETn) begin : u_rout_1
        if (!Fg_RESETn) begin
            rout_1 <= 32'd0;
        end
        else if (Ready) begin
            rout_1 <= init_1;  
        end
        else if (Enable) begin
            rout_1 <= rOut;
        end
        else begin
            rout_1 <= rout_1;
        end
    end
    always @(posedge Fg_CLK or negedge Fg_RESETn) begin : u_rout_2
        if (!Fg_RESETn) begin
            rout_2 <= 32'd0;
        end
        else if (Ready) begin
            rout_2 <= 32'd0;
        end
        else if (Enable) begin
            rout_2 <= rout_1;
        end
        else begin
            rout_2 <= rout_2;
        end
    end
    always @(posedge Fg_CLK or negedge Fg_RESETn) begin : u_rA
        if (!Fg_RESETn) begin
            rA <= 32'd0;
        end
        else if (Ready) begin
            rA  <= init_2;
        end
        else    begin
            rA <=   rA;
        end
    end
    always @(*) begin
        rC <= $signed(rA)*$signed(rout_1);
        out_1_a <= rC[60:29];
    end
    always @(*) begin
        rOut <= out_1_a - rout_2;
    end
endmodule

===== flow/run.sh =====
#!/bin/bash
# OpenROAD 26Q1-2900-gdf79404cd8, Yosys 0.63+post, stock flow scripts
make -C /OpenROAD-flow-scripts/flow DESIGN_CONFIG=/design/flow/config.mk WORK_HOME=/design/flow/orfs finish

===== flow/config.mk =====
export PLATFORM = sky130hd
export DESIGN_NAME = Oscillator
export DESIGN_NICKNAME = Oscillator
export VERILOG_FILES = /design/flow/design.v
export SDC_FILE = /design/flow/constraint.sdc
export NUM_CORES = 4
export LEC_CHECK = 1
export CORE_UTILIZATION = 30

===== flow/constraint.sdc =====
current_design Oscillator

set clk_period 22.4
set clk_io_pct 0.2

create_clock -name clk0 -period $clk_period [get_ports {Fg_CLK}]

set non_clock_inputs [all_inputs -no_clocks]
set_input_delay [expr $clk_period * $clk_io_pct] -clock clk0 $non_clock_inputs
set_output_delay [expr $clk_period * $clk_io_pct] -clock clk0 [all_outputs]

==> commit_impl_results.txt <==
Update PnR metrics after Yosys + OpenROAD run

- The run finished with clean final reports.
* Final setup viols: 0
* Most numerous cell types in the synthesized netlist: sky130_fd_sc_hd__fa_1, sky130_fd_sc_hd__inv_1, sky130_fd_sc_hd__and2_1
- Detailed-route via count: 27000
- Path type of the worst min-delay path: reg2reg
- Pin count of the biggest net entering global routing: 59
* Placed wire-length estimate after detailed placement: approximately 84000 um
* Grt ovf: 0
* DRC violations left: 0
* Detailed-route wire length per cell: approximately 18 um
* Share of the clock period used by the worst path after layout: 47.4%
- Transition time at the pin with the least slew margin: 0.923 ns
- The number of clock sinks came to 96.
- For reference, the final report shows the hold violation count at 0.
* Pins Over Slew Limit: 0
* Unique masters post-synth: 66
- For this design, the CTS-stage hold fixing added 0 buffers.
- On the critical path the data arrives at between 10 and 15 ns.
* Seq/Total Area, Yosys: under 10%
- For this design, the slowest cell found on the critical path is sky130_fd_sc_hd__fa_1.
- Skew-Pair Late Insertion Delay: 0.44 ns
- The chip occupies around 0.13 mm2.
- The number of antenna violations at the first check in global routing is 8.
- Min Tclk post-route: 10.61 ns
- The first global-routing pass estimated 171000 um of wire.
- Startpoint type of the worst setup path: register
- Gates resized during post-CTS repair numbered 0.
- Required time reported for the critical path endpoint: approximately 23 ns
- The flow reports an fmax of approximately 94 MHz.
- Max-cap check violation count: 0
- Weighted congestion at the end of routability-driven global placement: 0.917
- After synthesis the cells add up to ~0.04 mm2.
- The synthesized design devotes to its leading area cell type a little over half of total area.
- Per the detailed-route log, wirelength across all metal layers totals approximately 110000 um.
- sky130_fd_sc_hd__fa_1 takes more of the synthesized area than any other cell.
- Mean post-synth cell area: 9.59 um2
* Primary flip-flop cell chosen by synthesis mapping: sky130_fd_sc_hd__dfrtp_1
- Worst hold slack after final layout: 0.518 ns
- In this run the deepest clock path goes through 2 buffers.
* Number of vias per cell: 4.57
* Start-to-end type of the worst setup path: reg2reg
* Effective utilization at floorplan: between 30% and 40%
- The post-synth register bit count is 96.
* Floorplan row count: approximately 130
- 1st-pass router iterations: 5
* Number of flops mapped to enable cells by yosys: 0
- Clock tree from TritonCTS: done
- The cell count after synthesis came out at 4146.
* First-iteration detailed-routing DRC count: 999
- After synthesis, the share of flip-flops with an asynchronous set or reset is 100%.
* Clock transition time at the flip-flop clock pins of the worst setup and hold paths: about 0.09 ns
- The timing report gives the biggest stage delay along the critical path as 0.94 ns.
* Top-level port count: 132
- The synthesis report lists the most area-consuming cells as sky130_fd_sc_hd__fa_1, sky130_fd_sc_hd__inv_1, sky130_fd_sc_hd__and2_1, sky130_fd_sc_hd__ha_1, sky130_fd_sc_hd__dfrtp_1.
- Counting the warning lines in the Yosys log gives 1.
- All-layer global routing usage: 17.4%
* Level count of the clock H-tree: 3
* Final core utilization: about a third
* CTS Buf Count: 9
* Worst slew margin: 38.5%
- The worst setup path is captured at a register.
- Per the run report, area growth between synthesis and finish was 9.00%.
- Design Area, Final: ~0.043 mm2
- Horiz. Die Dim: 366 um
- For the final database, setup skew stands at 0.0253 ns.
* Most frequent cell on the critical path: sky130_fd_sc_hd__fa_1
- The synth_stat.txt file lists the number of cells as 4146.
- After routing, the total negative slack on setup checks comes to 0 ns.
* Height of the die: ~370 um
* Postcts setup bufs: 0
- Placed cell areas: 0.0430 mm2
- Number of global-route vias before repair: 30100
- Fraction of final layout cells with drive strength greater than 1: between 3 and 4%
- Fill cell total of the finished layout: 13400
- Most frequent cell after synthesis: sky130_fd_sc_hd__fa_1
* Warning total across the stage logs: 25
* Core Area: around 0.13 mm2
- Setup repair after global routing missed its margin: false
* Chip area from the yosys synthesis statistics: slightly below 0.04 mm2
- Per the post-route antenna check, the number of violating nets is 0.
* CTS root buffer: sky130_fd_sc_hd__clkbuf_16
* Number of buffer cells added on primary ports: 131
- Looking at the critical path, the highest net fanout was 19.
-- logic make-up (layout without fill, tap and decap cells) --
kind of cell | count (synthesis) | count (layout) | share of synthesized area [%]
compound gates | 213 | 213 | 3.57
xor+xnor | 75 | 75 | 1.69
fa+ha+maj | 1257 | 1257 | 59.4
buf+inv | 1184 | 1195 | 11.2
flops | 96 | 96 | 6.04
mux | 82 | 82 | 2.17
other cells | 0 | 2 | 0
simple gates | 1239 | 1239 | 16.0
-- state kept, by name, summed over array words and instances (netlist names) --
| register | cells |
|---|---|
| rA | 32 |
| rout_2 | 32 |
| rout_1 | 32 |
-- layout make-up --
| type | count | area, um2 | share of cell area [%] |
|---|---|---|---|
| Sequential cell | 96 | 2400 | 5.54 |
| Tap cell | 1755 | 2200 | 5.07 |
| Antenna cell | 2 | 5.00 | 0.0115 |
| Inverter | 967 | 3630 | 8.37 |
| Timing Repair Buffer | 212 | 1910 | 4.41 |
| Multi-Input combinational cell | 2866 | 32900 | 75.9 |
| Clock inverter | 6 | 60.1 | 0.139 |
| Clock buffer | 10 | 229 | 0.528 |
-- layer usage --
layer / wire [um] / global-route usage (%) / vias up
li1: - / - / 12000
met1: 40600 / 22.4 / 14000
met2: 53800 / 29.0 / 830
met3: 7830 / 5.48 / 192
met4: 3920 / 4.80 / 0
met5: 0 / 0 / -
-- cell usage in the layout (no fill, tap or decap), types with 14 or more instances in the layout --
cell                              Yosys  final
sky130_fd_sc_hd__fa_1              1050   1050
sky130_fd_sc_hd__inv_1              967    967
sky130_fd_sc_hd__and2_1             563    563
sky130_fd_sc_hd__nand2_1            472    472
sky130_fd_sc_hd__ha_1               207    207
sky130_fd_sc_hd__clkdlybuf4s50_1      0    128
sky130_fd_sc_hd__dfrtp_1             96     96
sky130_fd_sc_hd__nor2_1              85     85
sky130_fd_sc_hd__buf_4                0     84
sky130_fd_sc_hd__xnor2_1             58     58
sky130_fd_sc_hd__a21oi_1             56     56
sky130_fd_sc_hd__mux2i_1             49     49
sky130_fd_sc_hd__o21ai_0             41     41
sky130_fd_sc_hd__nor2b_1             38     38
sky130_fd_sc_hd__mux2_2              33     33
sky130_fd_sc_hd__a21o_1              31     31
sky130_fd_sc_hd__nand2b_1            17     17
sky130_fd_sc_hd__nor3_1              16     16
sky130_fd_sc_hd__xor2_1              16     16
sky130_fd_sc_hd__nand3_1             15     15
sky130_fd_sc_hd__o21ai_1             14     14
sky130_fd_sc_hd__o21a_1              14     14
-- per-stage QoR --
| stage | setup slack (ns) | std cells |
|---|---|---|
| floorplan | 13.21 | 4146 |
| global placement | 11.98 | 5896 |
| detailed placement | 11.94 | 5896 |
| CTS | 11.88 | 5912 |
| global route | 11.11 | 5913 |
| finish | 11.79 | 5914 |
-- final timing paths --
path | start | endpoint | slack [ns] | depth (start not counted)
max | rout_1[7]$_DFFE_PN0P_ | rout_1[31]$_DFFE_PN0P_ | 11.79 | 37
max in group asynchronous | Fg_RESETn | rA[3]$_DFFE_PN0P_ | 16.89 | 3
min in group asynchronous | Fg_RESETn | rout_2[21]$_DFFE_PN0P_ | 3.94 | 1
max reg2reg | rout_1[7]$_DFFE_PN0P_ | rout_1[31]$_DFFE_PN0P_ | 11.79 | 37
min | rA[6]$_DFFE_PN0P_ | rA[6]$_DFFE_PN0P_ | 0.52 | 1
min reg2reg | rA[6]$_DFFE_PN0P_ | rA[6]$_DFFE_PN0P_ | 0.52 | 1
-- critical path, delay by kind of cell, from the launching register on --
family / cells / cell delay (ns)
flip-flops: 1 / 0.90
AND/OR/NAND/NOR: 8 / 1.27
adder cells (fa/ha/maj): 10 / 5.03
AND-OR/OR-AND: 9 / 1.26
XOR/XNOR: 2 / 0.61
buffers and inverters: 8 / 1.41
