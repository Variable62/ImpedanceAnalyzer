===== run.sh =====
#!/bin/bash
# OpenROAD 26Q1-2900-gdf79404cd8, Yosys 0.63+post, stock flow scripts
make -C /OpenROAD-flow-scripts/flow DESIGN_CONFIG=/design/flow/config.mk WORK_HOME=/design/flow/orfs finish

===== config.mk =====
export PLATFORM = sky130hd
export DESIGN_NAME = Reset_Gen
export DESIGN_NICKNAME = Reset_Gen
export VERILOG_FILES = /design/flow/design.v
export SDC_FILE = /design/flow/constraint.sdc
export NUM_CORES = 4
export LEC_CHECK = 1
export CORE_UTILIZATION = 30

===== constraint.sdc =====
current_design Reset_Gen

set clk_period 4.0
set clk_io_pct 0.2

create_clock -name clk0 -period $clk_period [get_ports {Ext_CLK}]

set non_clock_inputs [all_inputs -no_clocks]
set_input_delay [expr $clk_period * $clk_io_pct] -clock clk0 $non_clock_inputs
set_output_delay [expr $clk_period * $clk_io_pct] -clock clk0 [all_outputs]

===== design.v =====
module Reset_Gen(
    input   wire    Ext_CLK,
    input   wire    Ext_RESETn,
    input   wire    PllLocked,
    output  wire    PllRESETn,
    output  wire    Fg_RESETn
);
    localparam cExtIgnore = 23'd12000;
    reg [3:0]   rStartupCnt = 4'd0;
    reg [3:0]   rHoldCnt = 4'd0;
    reg [22:0]  rExtIgnoreCnt = 23'd0;
    reg rPllRESETn;
    reg rFg_RESETn;
    assign PllRESETn       = rPllRESETn;
    assign Fg_RESETn        = rFg_RESETn;   
    always @(posedge Ext_CLK) begin : u_rStartupCnt
        rStartupCnt <= (rStartupCnt < 15) ? rStartupCnt + 4'd1 : rStartupCnt; 
    end
    always @(posedge Ext_CLK) begin : u_rExtIgnoreCnt
        if(rExtIgnoreCnt == 23'd0) begin
            rExtIgnoreCnt <= (Ext_RESETn == 1'd0) ? 23'd1 : 23'd0;
        end
        else begin
            rExtIgnoreCnt <= (rExtIgnoreCnt == cExtIgnore) ? 23'd0 : rExtIgnoreCnt + 23'd1;
        end
    end
    always @(posedge Ext_CLK) begin : u_rHoldCnt
        rHoldCnt <= (Ext_RESETn == 1'd0 && rExtIgnoreCnt == 23'd0) ? 4'd1 :  (rHoldCnt == 4'd0) ? 4'd0 : rHoldCnt + 4'd1;
    end
    always @(posedge Ext_CLK) begin : u_rPllRESETn
        rPllRESETn <=   (rStartupCnt < 15) ? 1'd0 :
                        (rHoldCnt >= 15 | rHoldCnt == 4'd0) ? 1'd1 : 1'd0;
    end
    always @(posedge Ext_CLK) begin : u_rFg_RESETn
        rFg_RESETn <= (PllLocked == 1'd1) ? 1'd1 : 1'd0;
    end
endmodule

==> results.yml <==
# synthesis and place-and-route metrics
run_status:
  status: "finished, final reports clean"
routing:
  wl_met3_um: 107
  drt-wirelength-per-cell_um: 11.7
  routed_met1_length_mm: 1.26
  dr.first_iter.drc_count: 32
  post-route-drc-count: 0
  drt_antenna_net_count: 0
  route.antenna.diode_count: 0
  firstDrtPassIters: 4
  drt-vias-per-instance: 4.81
  wl_met2_um: 993
  route.top_layer_used: "met4"
  routed-via-count: 995
  routed_wl_mm: 2.42
synth:
  flop_cell: "sky130_fd_sc_hd__dfxtp_1"
  synth_area_per_cell_um2: 9.92
  synth_sequential_area_ratio_pct: 48.7
  post-synth-top-area-fraction_pct: 40.3
  yosys_chip_area_um2: 1440
  post_synth_inst_count: 145
  post_synth_instance_area_um2: 1440
  synth.area.top_cells: "sky130_fd_sc_hd__dfxtp_1 (40%), sky130_fd_sc_hd__xnor2_1 (9.1%), sky130_fd_sc_hd__edfxtp_1 (8.3%), sky130_fd_sc_hd__xor2_1 (5.5%), sky130_fd_sc_hd__ha_1 (4.3%)"
  synth-warning-count: 1
  edf_count: 4
  synth-cells-yosys: 145
  yosysUniqueCellTypes: 31
  ys_ff: 33
  ys_async_sr_fraction_pct: 0
  netlist.top_cell.by_area: "sky130_fd_sc_hd__dfxtp_1"
finish:
  area.combinational_um2: 699
  syn2layout_area_growth_pct: 13.0
  num-fill-cells: 425
  lay_top_count: "sky130_fd_sc_hd__dfxtp_1"
  drive_gt1_share_pct: 7.74
  postLayoutCellArea_um2: 1630
  final-seq-area_um2: 701
  most-common-layout-cells: "sky130_fd_sc_hd__dfxtp_1 (29), sky130_fd_sc_hd__xnor2_1 (15), sky130_fd_sc_hd__nor2_1 (15), sky130_fd_sc_hd__nand3_1 (11), sky130_fd_sc_hd__xor2_1 (9)"
critical_path:
  worst_path_max_delay_cell: "sky130_fd_sc_hd__clkdlybuf4s50_1"
  crit_fanout: 1
  cp_cell_sequence: "clkdlybuf4s50_1"
  worst_path_dominant_cell_family: "buffers and inverters"
  setup.worst_path.end_class: "output port"
  highest_cell_delay_on_the_worst_timing_path_ns: 0.45
  kind_of_launch_point_of_the_worst_setup_path: "flop"
  worst-endpoint-arrival_ns: 1.05
  path_class: "flop to output port"
  critical_path_required_ns: 3.20
  path_buffers: 1
power_and_ir_drop:
  seqPwrFrac_pct: 53.7
  fin_total_pwr_uw: 717
  p_leak_nw: 0.643
  power.share.switching_pct: 25.9
  max-vdd-ir-drop_uv: 209
  power.density_nw_per_um2: 441
  share_clk_of_total_power_pct: 34.7
  switching_power_uw: 186
  p_comb_share_pct: 11.6
  intPower_uw: 531
job:
  cap_violations: 0
  openroad.warnings: 27
sta:
  slew_headroom_pct: 69.8
  timing.setup.tns_ns: 0
  fin_skew_ns: 0.00609
  max_clock_freq_mhz: 542
  rsz0062_at_grt: "false"
  finalHoldViolCount: 0
  finalMaxSlewViolations: 0
  min_period_over_period_pct: 46.1
  worst_pin_slew_ns: 0.453
  period_minus_ws_final_ns: 1.85
  setup-violations-final: 0
  hold-worst-slack_ns: 0.477
floorplanning:
  placeableCoreArea_um2: 4470
  ios: 5
  die_boundary_height_um: 71.3
  core.rowCount: 24
  initial_utilization_pct: 32.2
  dieWidth_um: 71.3
  chip_area_um2: 5080
global_routing:
  first_global_vias: 912
  antenna_found_initial: 0
  overflow: 0
  grt_first_pass_wirelength_mm: 4.22
  gr-usage-all-layers_pct: 10.6
  grt_start_max_net_pins: 13
clock_network:
  tritoncts_clock_tree: "yes"
  cts_max_path_buffers: 2
  post_cts_buffers: 0
  clkSinkCount: 33
  insertion_delay_ns: 0.29
  clk_root_buffer_cell: "sky130_fd_sc_hd__clkbuf_8"
  holdBufCountCts: 0
  cts_made_buffers: 5
  ctsResizeCount: 0
  clock_tree.htree_level_count: 2
  clkSlewWorstSetupHoldPaths_ns: 0.07
placement:
  place_hpwl_mm: 1.74
  buffers_added_on_ports: 4
  gp_routability_congestion: 0.872
  placed_standard_cell_area_um2: 1540
min_path:
  worstHoldPathType: "flop to flop"
-- per-stage QoR --
step,std cells,utilization (%),worst slack (ns)
after floorplan,145,-,2.37
after global placement,199,34.3,2.24
after detailed placement,199,34.3,2.24
after CTS,207,36.4,2.14
after global routing,207,36.4,2.10
final,207,36.4,2.15
-- final cells by class --
class	instances	share of cell area [%]
inverters	8	1.85
clock inverters	3	1.38
clock buffers	5	4.23
well taps	52	4.00
multi-input cells	102	43.0
repair buffers	4	2.46
flip-flops and latches	33	43.1
-- cells by family after synthesis --
family          after synthesis  synth area share (%)
compound gates                5                  2.09
xor+xnor                     24                  14.6
fa+ha+maj                     5                  4.35
buf+inv                      10                  2.70
flops                        33                  48.7
mux                           1                 0.696
simple gates                 67                  26.9
-- state kept, by name (all words and copies together), names as in the netlist --
register       flops
rHoldCnt           4
rPllRESETn         1
rFg_RESETn         1
rStartupCnt        4
rExtIgnoreCnt     23
-- routing by layer --
layer,vias up,GRT usage (%)
li1,525,-
met3,8,2.85
met2,18,14.3
met5,-,0
met4,0,2.22
met1,444,17.4
-- Yosys cell counts, types with 2 or more instances --
cell / number
sky130_fd_sc_hd__and3_1: 2
sky130_fd_sc_hd__and4_1: 2
sky130_fd_sc_hd__dfxtp_1: 29
sky130_fd_sc_hd__edfxtp_1: 4
sky130_fd_sc_hd__ha_1: 5
sky130_fd_sc_hd__inv_1: 8
sky130_fd_sc_hd__nand2_1: 8
sky130_fd_sc_hd__nand3_1: 11
sky130_fd_sc_hd__nand4_1: 8
sky130_fd_sc_hd__nor2_1: 15
sky130_fd_sc_hd__nor3_1: 6
sky130_fd_sc_hd__nor3b_1: 2
sky130_fd_sc_hd__nor4_1: 4
sky130_fd_sc_hd__o21ai_0: 2
sky130_fd_sc_hd__xnor2_1: 15
sky130_fd_sc_hd__xor2_1: 9
-- power by group through the flow --
stage / registers (mW) / logic [mW] / clock network [mW]
global route: 0.389 / 0.0980 / 0.276
CTS: 0.385 / 0.0847 / 0.255
finish: 0.385 / 0.0835 / 0.249
-- path summary, 6_finish.rpt --
| kind | startpoint | to | slack, ns | cells past startpoint |
|---|---|---|---|---|
| worst max-delay path | rPllRESETn | PllRESETn | 2.15 | 1 |
| worst min-delay path | rExtIgnoreCnt[22] | rExtIgnoreCnt[22] | 0.48 | 1 |
| worst max register to register | rExtIgnoreCnt[0] | rExtIgnoreCnt[22] | 2.22 | 5 |
| worst min register to register | rExtIgnoreCnt[22] | rExtIgnoreCnt[22] | 0.48 | 1 |
No activity file was given, so power comes from the tool's default toggle rates.
